--- design/flow/design.v ---
module and_gate (
    input  a,
    input  b,
    output y
);
    assign y = a & b;
endmodule
module or_gate (
    input  a,
    input  b,
    output y
);
    assign y = a | b;
endmodule
module xor_gate (
    input  a,
    input  b,
    output y
);
    assign y = a ^ b;
endmodule
module not_gate (
    input  a,
    output y
);
    assign y = ~a;
endmodule
module d_flip_flop (
    input d,
    input clk,
    input reset,
    input load,
    input enable,
    output reg q
);
    always_ff @(posedge clk) begin
        if (reset) begin
            q <= 1'b0;
        end else if (enable) begin
            if (load) begin
                q <= d;
            end
        end
    end
endmodule
module jk_flip_flop (
    input j,
    input k,
    input clk,
    output reg q
);
    always_ff @(posedge clk) begin
        if (j & ~k) begin
            q <= 1;
        end else if (~j & k) begin
            q <= 0;
        end else if (j & k) begin
            q <= ~q;
        end
    end
endmodule
module sr_flip_flop (
    input s,
    input r,
    input clk,
    output reg q
);
    always_ff @(posedge clk) begin
        if (s & ~r) begin
            q <= 1;
        end else if (~s & r) begin
            q <= 0;
        end
    end
endmodule
module binary_counter (
    input clk,
    input reset,
    output reg [3:0] count
);
    always_ff @(posedge clk) begin
        if (reset) begin
            count <= 4'b0000;   
        end else begin
            count <= count + 1'b1;   
        end
    end
endmodule
module register (
    input [7:0] data,
    input clk,
    input load,
    output reg [7:0] q
);
    always_ff @(posedge clk) begin
        if (load) begin
            q <= data;
        end
    end
endmodule
module shift_register (
    input [7:0] data,
    input clk,
    input shift,
    output reg [7:0] q
);
    always_ff @(posedge clk) begin
        if (shift) begin
            q <= {q[6:0], q[7]};
        end else begin
            q <= data;
        end
    end
endmodule
module register_4bit (
    input [3:0] data,
    input clk,
    input reset,
    input load,
    input enable,
    output reg [3:0] q
);
    d_flip_flop dff0 (
        .d(data[0]),
        .clk(clk),
        .reset(reset),
        .load(load),
        .enable(enable),
        .q(q[0])
    );
    d_flip_flop dff1 (
        .d(data[1]),
        .clk(clk),
        .reset(reset),
        .load(load),
        .enable(enable),
        .q(q[1])
    );
    d_flip_flop dff2 (
        .d(data[2]),
        .clk(clk),
        .reset(reset),
        .load(load),
        .enable(enable),
        .q(q[2])
    );
    d_flip_flop dff3 (
        .d(data[3]),
        .clk(clk),
        .reset(reset),
        .load(load),
        .enable(enable),
        .q(q[3])
    );
endmodule
--- design/flow/run.sh ---
#!/bin/bash
# OpenROAD 26Q1-2900-gdf79404cd8, Yosys 0.63+post, stock flow scripts
make -C /OpenROAD-flow-scripts/flow DESIGN_CONFIG=/design/flow/config.mk WORK_HOME=/design/flow/orfs finish
--- design/flow/config.mk ---
export PLATFORM = sky130hd
export DESIGN_NAME = shift_register
export DESIGN_NICKNAME = shift_register
export VERILOG_FILES = /design/flow/design.v
export SDC_FILE = /design/flow/constraint.sdc
export NUM_CORES = 4
export LEC_CHECK = 1
export CORE_AREA = 10 10 70 70
export DIE_AREA = 0 0 80 80
export SYNTH_HDL_FRONTEND = slang
--- design/flow/constraint.sdc ---
current_design shift_register

set clk_period 1.4
set clk_io_pct 0.2

create_clock -name clk0 -period $clk_period [get_ports {clk}]

set non_clock_inputs [all_inputs -no_clocks]
set_input_delay [expr $clk_period * $clk_io_pct] -clock clk0 $non_clock_inputs
set_output_delay [expr $clk_period * $clk_io_pct] -clock clk0 [all_outputs]
==> CHANGELOG.md <==
### Changed

* WL final at 742 µm
* Setup TNS at 0 ns
* P&R area growth vs syn at 91.4%
* Yosys xor share at 0
* Shortest period the worst path allows at 1.34 ns
* Top Layout Cells: clkdlybuf4s50_1, mux2_4, dfxtp_1
* Port bufs at 17
* Ao+oa area frac at 0
* HPWL after DPL at 611 µm
* Rel. slew slack at 0.900
* Met2 GRT Util at 0.0249
* Reg with most FFs: q
* OpenROAD warning count at 25
* FP Util at 0.0853
* Max Cap Viol at 0
* Cycle use final at 0.955
* Wirelength per Cell at 8.83 µm
* Status: finished, final reports clean
* Fmax at 748 MHz
* Clock transition at path regs at 0.05 ns
* Met1 Use GR at 0.0296
* Simple-Gate Fraction of Synth Area at 0
* DRC at 0
* Critical path cell sequence: clkdlybuf4s50_1
* Post-Syn Instances at 17
* Sequential share of power at 0.480
* Yosys cell count at 17
* YS chip area at 292 µm²
* Vias per cell at 2.42
* Initial antenna violation count at 0
* Longest Clk Path Bufs at 2
* Die y size at 80 µm
* Max reg flops at 8
* Slowest cell on crit path: clkdlybuf4s50_1
* Floorplan row count at 21
* Post-CTS Setup Inserts at 0
* Worst setup path category: register to output port
* Layout cells sized above 1 at 0.342
* Final Skew at 0.00255 ns
* Unique cell types at 3
* Top non-seq family: multiplexers
* Leak pwr at 0.000228 µW
* Avg Inst Size Synth at 17.1 µm²
* Worst vdd ir at 0.321 mV
* RePlAce Congestion at 0.659
* Combinational gate area at 120 µm²
* Type of origin of the critical path: register
* Post-synth regs at 8
* Grt total ovfl at 0
* Die ar. at 6400 µm²
* Largest net degree at the start of global routing at 6
* CTS Buf Count at 3
* Regs by FF count: q x8
* Register share after synthesis at 0.549
* Final Hold Vio Count at 0
* Via count at 203
* CP endpoint kind: output port
* N_diodes at 0
* Worst EP arrival at 1.06 ns
* Fa+ha+maj area frac at 0
* Net Sw Frac at 0.186
* First-pass GRT wire length at 1070 µm
* Worst slew pin tran at 0.149 ns
* Hold crit path type: register to register
* Switching pwr at 103 µW
* Finished Cell Area at 558 µm²
* CTS Hold Buffers Added at 0
* CP peak stage delay at 0.47 ns
* Worst path top cell family by delay: buffers and inverters
* DP Area at 536 µm²
* PwrDens at 991 nW/µm²
* Mapped Area at 292 µm²
* Power Internal at 450 µW
* Multiplexer share at 0.412
* Filler instances at 387
* WP data required at 1.12 ns
* CTS tree: built
* Number of global-route vias before repair at 229
* Post-CTS Resized at 0
* Setup violators final at 0
* Clock Sinks at 8
* Die X at 80 µm
* Pre-antenna DRT Iters at 2
* Root Driver: clkbuf_4
* Synth warn at 0
* Reg area at 160 µm²
* Number of H-tree levels at 1
* Core region area at 3420 µm²
* Grt met3 use at 0.0261
* Initial drt markers at 5
* GRT Total Usage at 0.0228
* Clock share of power at 0.304
* Comb pwr share at 0.216
* Crit-path max FO at 2
* CP Buf/Inv Count at 1
* Io pins at 18
* Post-route ant nets at 0
* Most used routing layer: met1
* Commonest non-fill, non-tap cell in the layout: clkdlybuf4s50_1
* Final Max Slew Viols at 0
* RSZ-0062 raised after global routing: false
* Clock latency on the worst-skew pair at 0.25 ns
## synthesized netlist by cell type
cell type / instances / share of area
dfxtp_1: 8 / 0.55
mux2_4: 8 / 0.41
buf_6: 1 / 0.039
## area by class of cell
type	instances	area share
repair buffers	19	0.354
flip-flops and latches	8	0.287
clock buffers	3	0.0404
multi-input cells	8	0.215
well taps	46	0.103
## layer usage
layer  wire length (µm)  vias up
met5                  0        -
met4                  0        0
met3                166        0
met2                215       17
met1                360       83
li1                   -      103
## worst paths after layout
kind	depth (start not counted)	start	slack (ns)	to
setup reg to reg	1	q[0]$_DFF_P_	0.73	q[1]$_DFF_P_
setup / recovery	1	q[1]$_DFF_P_	0.06	q[1]
hold reg to reg	1	q[6]$_DFF_P_	0.49	q[7]$_DFF_P_
hold / removal	1	q[6]$_DFF_P_	0.49	q[7]$_DFF_P_
## power groups by stage
stage / sequential [µW] / combinational (µW) / clock [µW]
final: 265 / 120 / 168
after CTS: 266 / 123 / 179
after global routing: 268 / 128 / 189
## through the flow
step / hold slack [ns] / power, µW / util / worst slack [ns] / instances
after global placement: 0.471 / 392 / 0.157 / 0.0301 / 81
final: 0.485 / 553 / 0.163 / 0.0637 / 84
after global routing: 0.506 / 586 / 0.163 / 0.00133 / 84
after detailed placement: 0.469 / 391 / 0.157 / 0.0102 / 81
after CTS: 0.490 / 567 / 0.163 / 0.0243 / 84
after floorplan: 0.423 / 306 / - / 0.583 / 17
## kinds of logic (layout without fill, tap and decap cells)
| kind of cell | count (synthesis) | count (layout) |
|---|---|---|
| DFF | 8 | 8 |
| muxes | 8 | 8 |
| buffers and inverters | 1 | 22 |
No activity file was given, so power comes from the tool's default toggle rates.
