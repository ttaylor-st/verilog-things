==> flow/design.v <==
module prng (
    input logic [31:0] seed,
    output logic [31:0] rand_num,
    input logic clk
);
    logic [31:0] state;
    parameter int unsigned A = 1103515245;
    parameter int unsigned C = 12345;
    parameter int unsigned M = 2 ** 31;
    initial begin
        state = seed;
    end
    always_ff @(posedge clk) begin
        if (seed != state) begin
            state <= seed;
        end else begin
            state <= (A * state + C) % M;
        end
        rand_num <= state;
    end
endmodule
==> flow/run.sh <==
#!/bin/bash
# OpenROAD 26Q1-2900-gdf79404cd8, Yosys 0.63+post, stock flow scripts
make -C /OpenROAD-flow-scripts/flow DESIGN_CONFIG=/design/flow/config.mk WORK_HOME=/design/flow/orfs finish
==> flow/config.mk <==
export PLATFORM = sky130hd
export DESIGN_NAME = prng
export DESIGN_NICKNAME = prng
export VERILOG_FILES = /design/flow/design.v
export SDC_FILE = /design/flow/constraint.sdc
export NUM_CORES = 4
export LEC_CHECK = 1
export CORE_UTILIZATION = 50
export SYNTH_HDL_FRONTEND = slang
==> flow/constraint.sdc <==
current_design prng

set clk_period 18.0
set clk_io_pct 0.2

create_clock -name clk0 -period $clk_period [get_ports {clk}]

set non_clock_inputs [all_inputs -no_clocks]
set_input_delay [expr $clk_period * $clk_io_pct] -clock clk0 $non_clock_inputs
set_output_delay [expr $clk_period * $clk_io_pct] -clock clk0 [all_outputs]
==> results.txt <==
The layout was made with Yosys and OpenROAD.

The proportion of synthesized flip-flops having asynchronous set or reset is 0%. The via count of the first global-routing pass is ~7700. The combined area of all synthesized cells is roughly 11000 um^2.

CTS placed an instance of sky130_fd_sc_hd__clkbuf_16 at the clock tree root. The cell area after placement is 11800 um^2. STA classifies the critical path endpoint as a register. The warning total across the stage logs is 35.

According to the Yosys statistics, the synthesized design has a chip area of about 11000 um^2. In the detailed route, the total length drawn on met3 is 2350 um. In this design, the critical path's most frequently occurring cell is sky130_fd_sc_hd__fa_1. The number of DRC violations after detailed-routing iteration 0 is about 260.

Clock skew on the completed layout was measured at 0.00693 ns. The antenna cell count is 0. For this run, the leading register cell type out of synthesis is sky130_fd_sc_hd__dfxtp_1.

After technology mapping, the gate count stands at between 1000 and 1500. The placed instance count is 1458. The number of detailed-routing iterations run before antenna repair is 4. The fill cell total of the finished layout is between 1500 and 2000. The floorplan step set the die width to between 100 and 150 um. The total congestion overflow is 0. The number of endpoints failing setup at the final stage is 0. Entering global routing, the biggest net connects 30 pins.

The routed design uses approximately 13000 um of met2 wire. Endpoints failing hold in the final report were tallied at 0. The first global-routing pass estimated 43800 um of wire. The worst-path maximum fanout is 9. The clock H-tree reported by CTS has 3 levels. The average instance area after synthesis is slightly below 10 um^2. STA classifies the critical path startpoint as a register. The initial antenna violation count came to 0. The clock-pin slew reported for the worst setup and hold paths after clock tree synthesis is roughly 0.060 ns.

The post-layout period usage of the worst path is between 40% and 50%. The count of pins on the block boundary is 65. The report puts the hold buffer count at CTS at 0.

The number of buffers and inverters on the critical path is 5. After detailed routing, the average wire length per cell comes to slightly below 20 um. The most frequently placed logic cell in the final layout is sky130_fd_sc_hd__inv_1. The count of library flops with an enable pin is 0. The routed length on met1 is 12100 um.

The run reported a max-capacitance violation count of 0. The headroom to the max-slew limit is about three fifths. The number of cells on the critical path is 25. For this run, design rule violations remaining after detail routing come to 0.

The total vias in the final route is around 7200. In the routed layout, each cell is associated on average with a via count of 4.86. The number of port buffers is about 64. The remaining number of nets flagged by the antenna check after routing is 0. For this run the detailed placement stage logged an HPWL of about 25000 um. The synthesized netlist contains 48 unique library cells. At the later pin of the worst-skew pair, clock insertion delay measures 0.34 ns. The kind of path behind the tightest hold check is reg2reg. The clock sink count is ~64.

Setup repair after global routing left no endpoint under its margin. The top routing layer in use is met5. The number of cells on the worst reg-to-reg path is 25. The warning tally printed by Yosys for this design is 0. The critical path data required time is between 15 and 20 ns.

The timing report shows that the slowest cell on the worst path is sky130_fd_sc_hd__dfxtp_1. The run finished with clean final reports. The largest incremental delay on the critical path is roughly 0.63 ns. The die covers between 20000 and 25000 um^2.

The synth_stat.txt file lists the number of cells as ~1100. Of the cells placed in the final design, the portion with a size suffix greater than 1 is 4.42%. The setup TNS is 0 ns. The wire length recorded after detailed routing is approximately 28000 um.

The count of pins over their slew limit is 0. The worst hold path was traced through 0 stages. The TritonCTS clock tree is done. The most common logic cells in the final layout are sky130_fd_sc_hd__inv_1 (393), sky130_fd_sc_hd__ha_1 (195), sky130_fd_sc_hd__fa_1 (178), sky130_fd_sc_hd__clkdlybuf4s50_1 (64), sky130_fd_sc_hd__dfxtp_1 (64).

Summing all non-filler instances in the final layout gives an area of between 10000 and 15000 um^2. Once the floorplan was initialized, standard cells occupied about half of the core. At the pin with the least slew margin, the transition time is 0.598 ns.

The worst path needs 7.21 ns of the cycle, external delays included. The final design utilization is 57.6%. The data arrival time of the critical path is around 7.4 ns. The number of buffers on the longest clock path is 2.

In the setup report, the worst path falls into the class reg2reg. Post-CTS repair changed the size of 0 cells. CTS added clock buffers totalling 9. Per the OpenROAD floorplan log, the area of the core is roughly 21000 um^2. The floorplan has 53 rows. The global placer's final weighted congestion is just under 1. The share of the yosys chip area belonging to registers is around an eighth.

Based on the critical path, the design can be clocked at up to 139 MHz. The gate family responsible for the most delay along the worst path is adder cells. The die height is 149 um.

The number of post-CTS setup repair buffers is 0. Global routing used between 20 and 30% of the available tracks across all layers. Between the synthesized netlist and the finished layout, the area growth was recorded as 12.6%. The non-filler instance count after layout is between 1000 and 1500. Per the synth log, the flip-flop and latch total comes to 64.
[metrics by stage]
stage	setup WS [ns]	hold slack, ns
final	10.79	0.363
after detailed placement	10.86	0.354
after floorplan	11.50	0.349
after CTS	10.81	0.363
after global placement	11.00	0.352
after global routing	10.50	0.366
[sequential cells by signal, summed over array words and instances, names as in the netlist]
name and flops:
rand_num 32, state 32
[final cells by class]
cell class              instances  area (um^2)  share of cell area [%]
clock inverters                 7          103                   0.844
clock buffers                   9          225                    1.85
repair buffers                 73          708                    5.83
multi-input cells             653         8020                    66.0
flip-flops and latches         64         1280                    10.5
inverters                     393         1480                    12.1
well taps                     275          344                    2.83
[kinds of logic after synthesis]
group	Yosys count	synth area share, %
AOI/OAI and AO/OA	76	4.95
muxes	21	2.19
xor gates and xnor gates	88	7.14
and+or+nand+nor	95	4.32
DFF	64	11.9
adders and majority gates	373	55.6
buffers and inverters	400	13.9
[synthesized netlist by cell type, types with 2 or more instances]
cell type / n / area, um^2
sky130_fd_sc_hd__o21a_1: 2 / 15.0
sky130_fd_sc_hd__a21o_1: 12 / 90.1
sky130_fd_sc_hd__o21ai_0: 10 / 50.1
sky130_fd_sc_hd__xor2_1: 43 / 377
sky130_fd_sc_hd__nand3b_1: 2 / 15.0
sky130_fd_sc_hd__nor2_1: 28 / 105
sky130_fd_sc_hd__nand2b_1: 2 / 12.5
sky130_fd_sc_hd__inv_1: 393 / 1480
sky130_fd_sc_hd__nor3_1: 3 / 15.0
sky130_fd_sc_hd__a21oi_1: 22 / 110
sky130_fd_sc_hd__a31oi_1: 4 / 25.0
sky130_fd_sc_hd__nor4_1: 8 / 50.1
sky130_fd_sc_hd__ha_1: 195 / 2440
sky130_fd_sc_hd__nor2b_1: 5 / 31.3
sky130_fd_sc_hd__and2_1: 3 / 18.8
sky130_fd_sc_hd__a21boi_1: 2 / 15.0
sky130_fd_sc_hd__o41ai_1: 2 / 17.5
sky130_fd_sc_hd__xnor2_1: 45 / 394
sky130_fd_sc_hd__or2_2: 2 / 12.5
sky130_fd_sc_hd__o2111ai_1: 2 / 17.5
sky130_fd_sc_hd__a311oi_1: 3 / 26.3
sky130_fd_sc_hd__nand3_1: 8 / 40.0
sky130_fd_sc_hd__and3_1: 5 / 31.3
sky130_fd_sc_hd__mux2_2: 21 / 236
sky130_fd_sc_hd__clkbuf_1: 7 / 26.3
sky130_fd_sc_hd__nand4_1: 5 / 31.3
sky130_fd_sc_hd__o211ai_1: 2 / 15.0
sky130_fd_sc_hd__dfxtp_1: 64 / 1280
sky130_fd_sc_hd__nand2_1: 20 / 75.1
sky130_fd_sc_hd__a221oi_1: 2 / 17.5
sky130_fd_sc_hd__fa_1: 178 / 3560
[worst paths after layout]
path | start | endpoint | slack (ns)
setup / recovery | state[7] | state[30] | 10.79
hold / removal | state[31] | rand_num[31] | 0.36
hold reg to reg | state[31] | rand_num[31] | 0.36
setup reg to reg | state[7] | state[30] | 10.79
[metal layers]
layer / vias up / track usage (%)
met1: 3409 / 42.6
met2: 207 / 45.1
met5: - / 2.27
met3: 38 / 9.30
li1: 3501 / -
met4: 2 / 5.46
